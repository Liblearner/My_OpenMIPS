==> ./design.v <==
module hilo_reg (
    input wire clk,
    input wire rst,
    input wire we,
    input wire [31:0] hi_i,
    input wire [31:0] lo_i,
    output reg [31:0] hi_o,
    output reg [31:0] lo_o
);
    always @(posedge clk) begin
        if(rst == 1'b1)begin
            hi_o <= 32'b0;
            lo_o <= 32'b0;
        end
        else if((we == 1'b1))begin
            hi_o <= hi_i;
            lo_o <= lo_i;
        end
    end
endmodule
==> ./run.sh <==
#!/bin/bash
# OpenROAD 26Q1-2900-gdf79404cd8, Yosys 0.63+post, stock flow scripts
make -C /OpenROAD-flow-scripts/flow DESIGN_CONFIG=/design/flow/config.mk WORK_HOME=/design/flow/orfs finish
==> ./config.mk <==
export PLATFORM = sky130hd
export DESIGN_NAME = hilo_reg
export DESIGN_NICKNAME = hilo_reg
export VERILOG_FILES = /design/flow/design.v
export SDC_FILE = /design/flow/constraint.sdc
export NUM_CORES = 4
export LEC_CHECK = 1
export CORE_UTILIZATION = 30
==> ./constraint.sdc <==
current_design hilo_reg

set clk_period 1.1
set clk_io_pct 0.2

create_clock -name clk0 -period $clk_period [get_ports {clk}]

set non_clock_inputs [all_inputs -no_clocks]
set_input_delay [expr $clk_period * $clk_io_pct] -clock clk0 $non_clock_inputs
set_output_delay [expr $clk_period * $clk_io_pct] -clock clk0 [all_outputs]
==> out/notes.md <==
For reference, the critical path cell chain is clkdlybuf4s15_1. With the remaining antenna violation count after routing at 0, the detailed-routing iteration count for the pre-antenna-repair pass is 3. According to the floorplan report, the die width is 89.4 um. The row count was 31.

Per Yosys stat, the portion of area used by sequential elements is 55.9%. The tools report the max-slew violation count as 0. In this design, the largest share of critical-path delay is due to flip-flops.

STA classifies the critical path endpoint as a primary output. The tools report the cell count listed in synth_stat.txt as 206. For the total negative slack for setup checks, the log shows 0 ns. At the worst endpoint, the required time is 0.88 ns. The library cell contributing the largest single delay on the critical path is sky130_fd_sc_hd__dfxtp_2.

Static timing analysis puts the maximum clock frequency at 0.954 GHz. Hold is met by 0.211 ns. The overall chip area is 7990 sq um, and the share of the clock period used by the worst path is 95.3%. The initial antenna violation count was 0. Number of buffers created by CTS: 9.

The flow ran to the end, and the final reports show no timing, DRC or antenna violations. Setup repair after global routing left no endpoint under its margin. The run gives 1 for the count of synthesis-stage warnings from yosys. With the remaining global-route overflow at 0, the headroom to the max-slew limit is 82.3%. The run gives 206 as the count of mapped cells out of synthesis. Proportion of netlist area held by the largest area contributor: 55.9%.

Looking at the clock tree report, the H-tree level count equals 3. At the later pin of the worst-skew pair, clock insertion delay measures 0.32 ns. Looking at the VDD voltage map, the peak drop is 692 uV.

Clock transition at the registers of the reported paths: 0.06 ns. The tools report the DRC violation count after routing as 0. The first global-routing pass estimated 7.86 mm of wire. Per the detail_route report, routed wire per instance is 12.0 um. Checking hold timing, the worst path is listed with class input port to flip-flop. The synthesized netlist occupies a cell area of 2290 sq um. 131 I/O pins were placed. For this design the static power due to leakage is 0.00174 uW. For the synthesized chip area reported by yosys, the log shows 2290 sq um. With the number of global-route vias before repair at 1711, the post-place instance area is 3670 sq um. Per the detail_route report, vias per standard cell equal 4.16. Of all nets on the critical path, the largest fanout is 2. Number of synthesized register bits: 64. The master cell of the clock root buffer was sky130_fd_sc_hd__clkbuf_8. With the aggregate routed wire length at 5.29 mm, the share of the core filled by cells before placement is 31.3%. Once layout is done, the placed cells without fillers occupy 3930 sq um.

The area of the core was 7330 sq um; the largest net degree at the start of global routing was 30. The logs give a warning total of 25. The repair_antennas step left the layout with diodes totalling 0.

The tools report the combined global-route utilization of all metal layers as 13.0%. The run gives 31 as the initial detailed-routing violation count. After synthesis, the mean cell area works out to 11.1 sq um.

Path type of the worst setup path: flip-flop to primary output. As logged by OpenROAD, the buffers inserted on ports number 130. The area growth from synthesis to layout is 71.6%. Startpoint class of the critical path: a flip-flop.

The biggest area contributor in the post-synthesis netlist is sky130_fd_sc_hd__dfxtp_1. Per the CTS log, the buffer count on the longest clock path is 2. The critical path data arrival time is 0.83 ns, and the areal power density over the cells is 1340 nW/um^2. For the clock net sink count, the log shows 64. Share of the core filled with cells: 53.6%. The overall via count from detail_route is 1838. The number of distinct library cells after synthesis is 7, and the final worst clock skew is 0 ns. The smallest clock period supported by the final layout is computed as 1.05 ns. The HPWL after detailed placement is 3.74 mm, and the slew of the pin with the lowest slew margin is 0.266 ns.

Total buffers and inverters traversed by the critical path: 1. The share of final-layout standard cells stronger than drive strength 1 came out at 25.7%. The number of buffers added for setup after CTS is 0. TritonCTS built the clock tree. Per the gpl log, the routability congestion estimate is 0.706. Measured along the y axis, the die boundary spans 89.4 um. The run gives 0 for the total setup violations reported at the end of the flow. In the post-synthesis netlist, the biggest area contributors are sky130_fd_sc_hd__dfxtp_1, sky130_fd_sc_hd__mux2i_1, sky130_fd_sc_hd__nor2_1.

With the number of endpoints with negative hold slack in the final report at 0, the maximum cell stage delay along the critical path is 0.33 ns. Max-cap violations in this run came to 0.
worst register-to-register path, stage by stage (launching register included):
cell and delay, ns:
sky130_fd_sc_hd__dfxtp_2 0.32, sky130_fd_sc_hd__mux2i_1 0.12, sky130_fd_sc_hd__nor2_1 0.05
metal layers:
metal | routed length (um) | global-route usage (%) | vias up | share of wire [%]
met5 | 0 | 0 | - | 0
met4 | 68 | 2.31 | 0 | 1.3
met3 | 433 | 3.65 | 8 | 8.2
met2 | 2420 | 22.2 | 73 | 46
met1 | 2360 | 16.9 | 816 | 45
li1 | - | - | 941 | -
cell usage after synthesis:
cell and number:
sky130_fd_sc_hd__buf_1 6, sky130_fd_sc_hd__buf_6 1, sky130_fd_sc_hd__buf_8 6, sky130_fd_sc_hd__clkbuf_2 1
sky130_fd_sc_hd__dfxtp_1 64, sky130_fd_sc_hd__mux2i_1 64, sky130_fd_sc_hd__nor2_1 64
area by class of cell:
cell class	count	area [sq um]
Clock buffer	13	159
Clock inverter	3	40.0
Fill cell	632	3400
Multi-Input combinational cell	128	881
Sequential cell	64	1360
Tap cell	99	124
Timing Repair Buffer	135	1370
power breakdown:
group | internal [uW] | total [uW] | switching (uW) | leakage (uW)
Clock | 1170 | 1990 | 823 | 0.000103
Sequential | 2480 | 2550 | 64.5 | 0.000551
Combinational | 515 | 737 | 222 | 0.00109
placed cells by master, fill, tap and decap left out, drive strengths merged:
cell type and n:
clkdlybuf4s50 64, buf 7, mux2i 64, nor2 64
clkbuf 16, dfxtp 64, bufinv 1, clkinv 2
clkdlybuf4s15 61
flip-flops by register name, indices dropped and copies added, names as in the netlist:
signal	flops
hi_o	32
lo_o	32
timing repair:
item	4_1_cts	5_1_grt
endpoints found under the setup margin	64	6
hold endpoints to repair	0	0
hold buffers	0	0
cloned	0	0
gates resized	189	6
per-stage QoR:
stage,total power (uW),cells,worst slack (ns)
after CTS,5400,442,0.00145
after floorplan,2840,206,0.226
after global placement,3380,426,0.0770
final,5270,442,0.0513
after global routing,5570,442,0.000726
after detailed placement,3380,426,0.0841
worst paths after layout:
path                 start        to  slack [ns]  depth (start not counted)
hold reg to reg   hi_o[17]  hi_o[17]        0.48                          2
setup / recovery  hi_o[10]  hi_o[10]        0.05                          1
setup reg to reg   hi_o[7]   hi_o[7]        0.49                          2
hold / removal          we  hi_o[10]        0.21                          3
cells by family after synthesis:
kind of cell	share of synthesized area, %
multiplexers	28.0
flip-flops	55.9
AND/OR/NAND/NOR	10.5
buffers and inverters	5.63
Power and IR drop assume default switching activity.
